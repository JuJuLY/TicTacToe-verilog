[run.sh]
#!/bin/bash
# OpenROAD 26Q1-2900-gdf79404cd8, Yosys 0.63+post, stock flow scripts
make -C /OpenROAD-flow-scripts/flow DESIGN_CONFIG=/design/flow/config.mk WORK_HOME=/design/flow/orfs finish
[config.mk]
export PLATFORM = sky130hd
export DESIGN_NAME = datapath
export DESIGN_NICKNAME = datapath
export VERILOG_FILES = /design/flow/design.v
export SDC_FILE = /design/flow/constraint.sdc
export NUM_CORES = 4
export LEC_CHECK = 1
export CORE_UTILIZATION = 30
[constraint.sdc]
current_design datapath

set clk_period 2.4
set clk_io_pct 0.2

create_clock -name clk0 -period $clk_period [get_ports {clk}]

set non_clock_inputs [all_inputs -no_clocks]
set_input_delay [expr $clk_period * $clk_io_pct] -clock clk0 $non_clock_inputs
set_output_delay [expr $clk_period * $clk_io_pct] -clock clk0 [all_outputs]
[design.v]
module TicTacToediff
	(
		CLOCK_50,						 
        KEY,
        SW,
		VGA_CLK,   						 
		VGA_HS,							 
		VGA_VS,							 
		VGA_BLANK_N,						 
		VGA_SYNC_N,						 
		VGA_R,   						 
		VGA_G,	 						 
		VGA_B   						 
	);
	input			CLOCK_50;				 
	input   [9:0]   SW;
	input   [3:0]   KEY;
	output			VGA_CLK;   				 
	output			VGA_HS;					 
	output			VGA_VS;					 
	output			VGA_BLANK_N;				 
	output			VGA_SYNC_N;				 
	output	[9:0]	VGA_R;   				 
	output	[9:0]	VGA_G;	 				 
	output	[9:0]	VGA_B;   				 
	wire resetn, load, draw;
	assign resetn = KEY[0];
	assign load = ~KEY[3];
	assign draw = ~KEY[1];
	wire [2:0] colour;
	wire [7:0] x;
	wire [6:0] y;
	wire [17:0] square;
	wire [3:0] player1;
	wire [3:0] player2;
	wire writeEn;
	assign player1 = SW[3:0];
	assign player2 = SW[7:4];
	vga_adapter VGA(
			.resetn(resetn),
			.clock(CLOCK_50),
			.colour(colour),
			.x(x),
			.y(y),
			.plot(writeEn),
			.VGA_R(VGA_R),
			.VGA_G(VGA_G),
			.VGA_B(VGA_B),
			.VGA_HS(VGA_HS),
			.VGA_VS(VGA_VS),
			.VGA_BLANK(VGA_BLANK_N),
			.VGA_SYNC(VGA_SYNC_N),
			.VGA_CLK(VGA_CLK));
		defparam VGA.RESOLUTION = "160x120";
		defparam VGA.MONOCHROME = "FALSE";
		defparam VGA.BITS_PER_COLOUR_CHANNEL = 1;
		defparam VGA.BACKGROUND_IMAGE = "grid2.mif";
	  control c0(CLOCK_50, resetn, load, draw, ld_1, ld_2, countEn, writeEn);
	  datapath d0(CLOCK_50, resetn, ldx, ldy, countEn, SW[3:0], SW[7:4], x, y,colour);
endmodule
module control(input clk, input resetn, input load, input draw,
	             output reg ld_1, ld_2, countEn, writeEn);
	 reg[5:0] current_state, next_state;
	 localparam load_x = 3'd0, load_x_wait = 3'd1,
					    load_y = 3'd2, load_y_wait = 3'd3,
					    DRAW = 3'd4;
    always @(*)
	    begin
        case (current_state)
		      load_x: next_state = load ? load_x_wait : load_x;
				  load_x_wait: next_state = load ? load_x_wait : load_y;
				  load_y: next_state = load ? load_y_wait : load_y;
				  load_y_wait: next_state = draw ? DRAW : load_y_wait;
				  DRAW: next_state = draw ? DRAW : load_x;
          default next_state = load_x;
		  endcase
    end
	 always @(*)
	   begin
	     ld_1 = 1'b0; ld_2 = 1'b0; 
		   countEn = 1'b0; writeEn = 1'b0;
		   case (current_state)
		     load_x: begin 
			  ld_1 = 1'b1;
				countEn = 1'b1;
		      writeEn = 1'b1;		
						end
				 load_y: begin 
				 ld_2 = 1'b1; 
				 countEn = 1'b1;
				  writeEn = 1'b1;
				 end
				 DRAW: begin
				   countEn = 1'b1;
					 writeEn = 1'b1;
					 end
		  endcase
    end
	  always@(posedge clk)
	  begin
	      if (!resetn)
		      current_state <= load_x;
		    else
		      current_state <= next_state;
	  end
endmodule
module datapath(input clk, input resetn,
	              input ld_1, ld_2, countEn,
	              input [3:0] player1,
				  input [3:0] player2,
	              output reg[7:0] x,
	              output reg[6:0] y,
				  output reg[2:0] colour);
	 reg[7:0] temp_x;
	 reg[6:0] temp_y;
	 reg[2:0] temp_c;
	 reg[3:0] count;
	 always@(posedge clk)
	 begin
	     if (!resetn) begin
		      temp_x <= 8'd0;
			  temp_y <= 7'd0;
			  temp_c <= 3'b110;
				  end
		   else begin
		if (ld_1) begin
		 case(player1[3:0])
			4'b0000: begin
		      temp_x <= 8'd17;
			  temp_y <= 7'd13;
			  temp_c <= 3'b100;
				end
	    	4'b0001: begin
			  temp_x <= 8'd37;
			  temp_y <= 7'd13;
			  temp_c <=3'b100;
			    end
			4'b0010: begin
			  temp_x <= 8'd57;
			  temp_y <= 7'd13;
			  temp_c <= 3'b100;
				end
			4'b0011: begin
              temp_x <= 8'd17;
			  temp_y<= 7'd33;
			  temp_c <= 3'b100;
				end
			4'b0100: begin
			  temp_x <= 8'd37;
			  temp_y <= 7'd33;
			  temp_c <= 3'b100;
			    end
			4'b0101: begin
			  temp_x <= 8'd57;
			  temp_y <= 7'd33;
			  temp_c <= 3'b100;
			    end
			4'b0110: begin
			     temp_x <= 8'd17;
			  temp_y <= 7'd53;
			  temp_c<= 3'b100;
			    end
			4'b0111: begin
			  temp_x <= 8'd37;
			  temp_y <= 7'd53;
			  temp_c <= 3'b100;
			    end
			4'b1000: begin
			  temp_x <=8'd57;
			  temp_y <= 7'd53;
			  temp_c <= 3'b100;
			    end			
		endcase
		end
		if (ld_2) begin
		 case(player2[3:0])
			4'b0000: begin
		      temp_x <= 8'd17;
			  temp_y <= 7'd13;
			  temp_c <= 3'b010;
				end
	    	4'b0001: begin
			  temp_x <= 8'd37;
			  temp_y <= 7'd13;
			  temp_c <= 3'b010;
			    end
			4'b0010: begin
			  temp_x <= 8'd57;
			  temp_y <= 7'd13;
			  temp_c <=3'b010;
				end
			4'b0011: begin
              temp_x <= 8'd17;
			  temp_y <=7'd33;
			 temp_c <= 3'b010;
				end
			4'b0100: begin
			  temp_x <= 8'd37;
			  temp_y <= 7'd33;
			  temp_c <= 3'b010;
			    end
			4'b0101: begin
			  temp_x <= 8'd57;
			  temp_y <= 7'd33;
			  temp_c <= 3'b010;
			    end
			4'b0110: begin
			     temp_x <= 8'd17;
			  temp_y <=7'd53;
			 temp_c <= 3'b010;
			    end
			4'b0111: begin
			  temp_x <= 8'd37;
			  temp_y <= 7'd53;
			  temp_c <= 3'b010;
			    end
			4'b1000: begin
			  temp_x <= 8'd57;
			  temp_y <= 7'd53;
			 temp_c <= 3'b010;
			    end			
		endcase
		end
	 end
	 end
	 always@(posedge clk)
	 begin
	     if (!resetn) count <= 4'b0;
		   else if (countEn) count <= count + 4'b0010;
	 end
	 always@(posedge clk)
	 begin
	     if (!resetn) begin
		      x <= 8'b0;
				  y <= 7'b0;
				  colour <= 3'b0;
				  end
		  else if (countEn) begin
		      x <= temp_x + {6'b0, count[1:0]};
				  y <= temp_y + {5'b0, count[3:2]};
				  colour <= temp_c[2:0];
				  end
	 end
endmodule
==> impl_metrics.toml <==
# flow metrics
[outcome]
status = "finished clean"

[power_and_ir_drop]
p_leak_uw = 0.000889
netSwitchingFraction_pct = 24.1
power_frac_comb_pct = 14.5
switching_power_uw = 336
p_per_area_nw_per_um2 = 611
internal-power_uw = 1060
power_frac_seq_pct = 51.3
clockPowerShare_pct = 34.3
vdd_ir_drop_max_v = 0.000367

[die]
boundaryPins = 31
fp.dieW_um = 79.5
die_y_um = 79.5
initial_core_util_pct = 31.9
chip_area_um2 = 6320
coreArea_um2 = 5640
num_rows = 27

[sta]
finalClockPeriodUsage_pct = 77.9
setup_ws_ns = 0.531
slew-limit-headroom_pct = 65.4
fin_setup_tns_ns = 0
worstMarginPinSlew_ns = 0.516
skew_ns = 0.00285
finalSetupViolations = 0
hold_violations = 0
fmaxAchievable_mhz = 535
period_minus_slack_ns = 1.87
slew_violations = 0
rsz0062_at_grt = "no"

[synthesis]
synth_seq_share_pct = 43.4
ys.warnings.count = 1
synth_area_um2 = 1800
yosys_most_used_dff = "dfxtp_1"
ys_cells = 199
syn_avg_cell_area_um2 = 9.05
async_reset_ff_share_pct = 0
syn_inst = 199
synth_cell_type_count = 42
yosysChipArea_um2 = 1800
synth-edff-count = 0
synth-seq-cells = 39

[critical_path]
cp.required_ns = 2.58
arrival_ns = 2.05
reg2reg_from = "count[2]"
cpMaxStageDelayCell = "clkdlybuf4s50_1"
path_cells = "clkdlybuf4s50_1, nor3_1, o21ai_1, nand2_1, o21a_1"
end_kind = "register"
timing.rr.end = "y[6]"
cp_slowest_stage_delay_ns = 0.62
r2r_slack_ns = 0.70
r2r_cells = 7
critPathLaunchType = "input port"
path_max_fanout = 9
worstSetupPathType = "in2reg"

[clocking]
clk_pin_slew_worst_paths_ns = 0.07
cts_setup_buffers = 0
cts_hold_buffers = 0
cts_max_level = 2
cts_made_buffers = 5
cts-resized-gates = 0
cts_tree = "built"
insertion_delay_ns = 0.28
numClockSinks = 39
clock_path_buffers = 2
cts_root_buf = "clkbuf_8"

[routing]
drtPass1Iterations = 4
vias = 1426
drt-initial-drc-count = 69
antennaDiodeCount = 0
routed_via_density = 4.69
ant_nets = 0
wl_per_cell_um = 12.2
routed_wl_mm = 3.71
drc_errors = 0

[flow_run]
tool_warnings = 25
cap_violations = 0

[min_path]
hold_depth = 1
hold_path_end = "temp_x[0]"
worstHoldStart = "temp_x[0]"
hp-class = "reg2reg"

[global_routing]
grt_pass1_vias = 1351
antenna_found_initial = 0
grt_max_degree = 32
grt.overflow.total = 0
global_route.usage.total_pct = 13.0
grt_pass1_wl_mm = 6.44

[cells_and_area]
fin_area_um2 = 2280
final_cell_mix = "39 x dfxtp_1, 30 x clkdlybuf4s50_1, 21 x nor2_1"
final_common_cell = "dfxtp_1"
fill_cells = 551
layout.cells.non_filler = 304
drive_gt1_share_pct = 7.76
final_util_pct = 40.5
areaGrowthSynthToFinish_pct = 26.8

[place]
dpl.hpwl_mm = 2.71
post-place-ws_ns = 0.263
post-place-cells = 296
port_buffers = 30
post_dp_cell_area_um2 = 2180
gp_congestion = 0.891
==> worst max-delay path: cells and delay by family <==
| family | cells | cell delay (ns) |
|---|---|---|
| AOI/OAI and AO/OA | 2 | 0.64 |
| and+or+nand+nor | 2 | 0.30 |
| buffers and inverters | 1 | 0.62 |
==> cells in the mapped netlist (all sizes together) (2+ instances only) <==
master / count / share of area, %
dfxtp: 39 / 43
nor2: 21 / 4.4
nand2: 14 / 2.9
o21ai: 13 / 3.6
a21oi: 12 / 3.3
mux2i: 10 / 5.6
a211oi: 8 / 3.6
buf: 7 / 1.7
inv: 7 / 1.5
xnor2: 7 / 3.4
xor2: 7 / 3.4
and2: 6 / 2.1
nor3: 6 / 1.7
ha: 5 / 3.5
nand3: 4 / 1.1
a31oi: 3 / 1.0
o21a: 3 / 1.3
a21o: 2 / 0.83
a221oi: 2 / 0.97
and3: 2 / 0.69
clkbuf: 2 / 0.42
nand2b: 2 / 0.69
nor2b: 2 / 0.69
o22ai: 2 / 1.0
==> metal layers <==
metal | part of all wire, % | vias up | global-route usage (%)
li1 | - | 763 | -
met1 | 53 | 634 | 20.1
met2 | 42 | 24 | 19.7
met3 | 4.0 | 5 | 2.32
met4 | 0.84 | 0 | 1.45
met5 | 0 | - | 0
==> power by group through the flow <==
stage / sequential [uW] / clock, uW / combinational (uW)
finish: 714 / 478 / 201
global route: 720 / 521 / 228
CTS: 715 / 492 / 204
==> worst max-delay path by stage <==
stage / from / end
4_1_cts: player2[2] / temp_y[0]
5_1_grt: player2[2] / temp_y[0]
6_report: player2[2] / temp_y[0]
==> sequential cells by signal (all words and copies together), names as in the netlist <==
name	flops
temp_x	8
temp_c	3
x	8
count	3
colour	3
temp_y	7
y	7
==> stage by stage <==
stage	hold WS, ns	power (uW)
after global placement	0.452	931
after floorplan	0.430	837
after CTS	0.476	1410
after global routing	0.502	1470
after detailed placement	0.453	932
final	0.476	1390
==> area by class of cell <==
class                           count  area (um^2)  share of cell area, %
Multi-Input combinational cell    144          955                   41.8
Sequential cell                    39          781                   34.2
Timing Repair Buffer               34          330                   14.5
Clock buffer                        8          100                   4.39
Tap cell                           72         90.1                   3.95
Inverter                            7         26.3                   1.15
==> cells by family (layout without fill, tap and decap cells) <==
logic type / count (synthesis) / in the layout / synth area share [%]
buffers and inverters: 16 / 49 / 3.61
muxes: 10 / 10 / 5.56
and+or+nand+nor: 63 / 63 / 17.0
adders and majority gates: 6 / 6 / 4.59
AOI/OAI and AO/OA: 51 / 51 / 19.0
DFF: 39 / 39 / 43.4
xor gates and xnor gates: 14 / 14 / 6.81
Power and IR drop assume default switching activity.
